===== run.sh =====
#!/bin/bash
# OpenROAD 26Q1-2900-gdf79404cd8, Yosys 0.63+post, stock flow scripts
make -C /OpenROAD-flow-scripts/flow DESIGN_CONFIG=/design/flow/config.mk WORK_HOME=/design/flow/orfs finish

===== config.mk =====
export PLATFORM = sky130hd
export DESIGN_NAME = shifter
export DESIGN_NICKNAME = shifter
export VERILOG_FILES = /design/flow/design.v
export SDC_FILE = /design/flow/constraint.sdc
export NUM_CORES = 4
export LEC_CHECK = 1
export CORE_UTILIZATION = 50

===== constraint.sdc =====
current_design shifter

set clk_period 6.7
set clk_io_pct 0.2

create_clock -name clk0 -period $clk_period [get_ports {clk_exe}]

set non_clock_inputs [all_inputs -no_clocks]
set_input_delay [expr $clk_period * $clk_io_pct] -clock clk0 $non_clock_inputs
set_output_delay [expr $clk_period * $clk_io_pct] -clock clk0 [all_outputs]

===== design.v =====
module shifter #(parameter DATASIZE = 16)(clk_exe, reset, ps_shf_en, ps_shf_cls, xb_dtx, xb_dty, shf_xb_dt, shf_ps_sv, shf_ps_sz);
input wire reset, clk_exe;
input wire ps_shf_en;
input wire [1:0]ps_shf_cls;
input wire [DATASIZE-1:0]xb_dtx;
input wire [DATASIZE-1:0]xb_dty;
output reg [DATASIZE-1:0]shf_xb_dt;
output reg shf_ps_sv, shf_ps_sz;
reg [DATASIZE-1:0]ip1, ip2; 
reg [1:0]shf_cls;
reg shf_en;
wire [DATASIZE-1:0]ip2_2c;
wire [DATASIZE-1:0]rot;
wire [DATASIZE-1:0]rot_inv;
assign ip2_2c = (ip2^{DATASIZE{ip2[DATASIZE-1]}})+ip2[DATASIZE-1];
assign rot = ip2_2c%16'd16;
assign rot_inv = 16'd16-rot;
reg [7:0]zval8, oval8;
reg [4:0]zval4, oval4;
reg [4:0]leftz, lefto;
reg [DATASIZE-1:0]rot1, rot2;
always@*
begin
	case(shf_cls)
		2'b00:	begin
			if(ip2[DATASIZE-1])				 
			begin
				shf_xb_dt=$signed(ip1)>>>ip2_2c;
				shf_ps_sv=1'b0;	 
			end
			else	
			begin		
				shf_xb_dt=ip1<<<ip2;
			if(ip1[DATASIZE-1]!=shf_xb_dt[DATASIZE-1])
				shf_ps_sv=1'b1;
			else 
				shf_ps_sv=1'b0;
			end
			if(shf_xb_dt==16'h0000)
				shf_ps_sz=1'b1;
			else 
				shf_ps_sz=1'b0;
			end
		2'b01:	begin
			if(ip2[DATASIZE-1])			 
			begin
				rot1=rot;
				rot2=rot_inv;
			end
			else
			begin
				rot1=rot_inv;
				rot2=rot;
			end
			shf_xb_dt = (ip1>>rot1) | (ip1<<rot2);
			if(shf_xb_dt==16'h0000)
				shf_ps_sz=1'b1;
			else 
				shf_ps_sz=1'b0;
			shf_ps_sv=1'b0;
			end	
	2'b10:	begin
				if(ip1 == 16'h0000) 	leftz=5'b10000;		 
				else
				begin
					leftz[4]=1'b0;
					leftz[3] = (ip1[15:8] == 8'h00);	
					zval8      = (leftz[3] ? ip1[7:0] : ip1[15:8]);
					leftz[2] = (zval8[7:4] == 4'h0);
					zval4      = (leftz[2] ? zval8[3:0] : zval8[7:4]);
					leftz[1] = (zval4[3:2] ==2'b00);
					leftz[0] = leftz[1] ? ~zval4[1] : ~zval4[3];
				end
				shf_xb_dt=leftz;	
				if(ip1[DATASIZE-1])
					shf_ps_sz=1'b1;
				else 
					shf_ps_sz=1'b0;
				if(shf_xb_dt==16'h0010)
					shf_ps_sv=1'b1;
				else 
					shf_ps_sv=1'b0;
		end
	2'b11:	begin
				if(ip1 == 16'hffff) 	lefto=5'b10000;		 
				else
				begin
					lefto[4]=1'b0;
					lefto[3] = (ip1[15:8] == 8'hff);
					oval8    = (lefto[3] ? ip1[7:0] : ip1[15:8]);
					lefto[2] = (oval8[7:4] == 4'hf);
					oval4   = (lefto[2] ? oval8[3:0] : oval8[7:4]);
					lefto[1] = (oval4[3:2] == 2'b11);
					lefto[0] = lefto[1] ? oval4[1] : oval4[3];
				end
				shf_xb_dt=lefto;
				if(!ip1[DATASIZE-1])
					shf_ps_sz=1'b1;
				else 
					shf_ps_sz=1'b0;
				if(shf_xb_dt==16'h0010)
					shf_ps_sv=1'b1;
				else 
					shf_ps_sv=1'b0;
		end
	endcase
end
always@(posedge clk_exe or negedge reset)
begin
	if(~reset)
	begin
		shf_en<=1'b0;
		shf_cls<=2'b0;
		ip1<=16'h1;
		ip2<=16'h1;
	end
	else
	begin
		shf_en<=ps_shf_en;
		if(ps_shf_en) 
		begin
			shf_cls<=ps_shf_cls;
			ip1<=xb_dtx;
			if(!ps_shf_cls[1])	ip2<=xb_dty;
		end
	end
end
endmodule

==> GITHUB_STEP_SUMMARY <==
### Metrics collected by this job

| Metric | Value |
|---|---|
| Status | finished clean |
| Die extent in y | 113 um |
| Yosys warns | 1 |
| Final HPWL DP | 16200 um |
| Vias after detailed routing | around 6600 |
| Final critical-path required period | between 6 and 7 ns |
| Hold path endpoint | ip1[14] |
| Detailed router's first-iteration violation count | about 920 |
| Post-synthesis mux area share | between 20% and 30% |
| Floorplan die area | about 13000 um2 |
| Die X | 113 um |
| Share of Yosys cell area claimed by the top area cell type | 18.0% |
| Count of placed standard cells including taps | 945 |
| Post-synth tally of flip-flops with integrated enable | 0 |
| Largest vdd supply drop | 0.213 mV |
| Net load switching power | 1.23 mW |
| Global router's overall resource usage | between 30% and 40% |
| Buffer type at the clock tree root | sky130_fd_sc_hd__clkbuf_16 |
| Worst r2r path cells | 2 |
| Main synth FF type | sky130_fd_sc_hd__dfrtp_1 |
| Detail-routed net length per standard cell | between 20 and 25 um |
| IO Port Bufs | 54 |
| Least-Margin Pin Slew | just over 0.8 ns |
| Number of antenna violations at the first check in global routing | 0 |
| Type of the worst setup path | register to output pin |
| Min-delay worst type | register to register |
| Proportion of layout cells with a drive suffix above 1 | approximately 15% |
| Ordered list of cells on the worst path | inv_2 -> ha_4 -> xnor2_2 -> inv_1 -> ha_1 -> mux2i_2 -> buf_4 -> buf_4 -> mux2i_1 -> mux2i_1 -> nor2b_1 -> a311o_1 -> a32o_1 -> nand4b_1 -> o31ai_1 -> a31o_1 -> clkdlybuf4s50_1 |
| FILL cells | 988 |
| Data required time at the worst endpoint | 5.36 ns |
| Ao+oa area frac | 24.4% |
| Kind of end point of the critical path | output pin |
| Main logic family after synthesis | multiplexers |
| Number of iterations in the first detailed-routing pass | 8 |
| Total number of warnings across the stage logs | 26 |
| Final cell count without fillers | between 900 and 1000 |
| Reg2reg start | ip1[15] |
| Synth area leader | sky130_fd_sc_hd__mux2i_1 |
| Post-route setup TNS | 0 ns |
| Clock transition time at the flip-flop clock pins of the worst setup and hold paths | around 0.050 ns |
| Vias in the first global route | between 5000 and 6000 |
| Number of pins exceeding their max-slew limit in the final report | 0 |
| Initial standard-cell utilization of the core | 52.4% |
| Xor/xnor cell area share of the yosys netlist | 3.14% |
| Hold Violations, Final | 0 |
| Combinational gate area | 4930 um2 |
| P per Cell Area | 347 nW/um2 |
| CTS HTree Levels | 2 |
| Post-layout period usage of the worst path | roughly 96% |
| Synthesized chip area reported by yosys | 6110 um2 |
| Stage delay of the slowest cell on the critical path | between 0.6 and 0.7 ns |
| Clock Skew | 0 ns |
| Worst slew margin relative to its limit | 45.9% |
| Leakage power figure | 2.76 nW |
| Startpoint type of the worst setup path | register |
| Total antenna diodes in the routed design | 0 |
| Flop-to-flop setup slack | slightly below 5 ns |
| Worst hold path cell count | 1 |
| TritonCTS clock tree | done |
| Worst hold start | ip1[14] |
| Area of all placed cells without fillers | between 6000 and 7000 um2 |
| Area after detailed placement | 6770 um2 |
| Registers, synthesis | 34 |
| WL final | 21900 um |
| Hold bufs inserted after CTS | 0 |
| Clock share of power | 10.9% |
| Part of the Yosys area used for sequential elements | 14.0% |
| Source-to-sink clock delay at the later pin of the worst-skew pair | 0.28 ns |
| Number of standard cells reported by yosys | 799 |
| Syn Std Cell Area | between 6000 and 7000 um2 |
| Share of synthesized cell area in full adder, half adder and majority cells | less than 1% |
| Worst-path maximum fanout | 12 |
| Final core utilization | roughly three fifths |
| Number of buffers on the longest clock path | 2 |
| Power Internal | 1.19 mW |
| Core region area | 11700 um2 |
| WP data arrival | 5.08 ns |
| Slowest-stage cell, CP | sky130_fd_sc_hd__dfstp_4 |
| Max-cap viol count | 0 |
| Number of vias per cell | 6.89 |
| Setup repair after global routing missed its margin | no |
| Highest clock frequency the design can meet | 0.156 GHz |
| Top cells by area in the synthesized netlist | sky130_fd_sc_hd__mux2i_1 18%, sky130_fd_sc_hd__dfrtp_1 13%, sky130_fd_sc_hd__mux2_2 6.6% |
| Count of distinct cell types in the synthesized netlist | 80 |
| Instance tally after logic synthesis | 799 |
| RR Endpoint | ip1[15] |
| Final Wtd Congestion | 1.04 |
| Avg Synthesized Cell Area | around 7.6 um2 |
| Sequential standard cell area | 858 um2 |
| Synthesized-area fraction occupied by and/or/nand/nor cells | 21.6% |
| Clock Sinks | 34 |
| Number of placement rows | 39 |
| First-pass GRT wire length | roughly 34000 um |
| Total overflow reported by the global router | 0 |
| Largest net degree at the start of global routing | 44 |
| Remaining routing DRC violations | 0 |
| Layout overhead on the synthesized area | 14.6% |
| Async set or reset register ratio after synthesis | ~100% |
| Reg power frac | a little over an eighth |
| Total I/O pin count | ~55 |
| Num CTS Buffers | 5 |
| Final setup vio count | 0 |
| Number of nets still failing antenna checks after routing | 0 |
| Share of total power in combinational logic | 76.1% |
| Share of total power consumed by net switching | approximately half |
## stage by stage
step | setup WS [ns] | total power [mW] | hold WS (ns)
floorplan | 0.0176 | 1.54 | 0.573
global placement | 0.346 | 2.10 | 0.494
detailed placement | 0.289 | 2.08 | 0.508
CTS | 0.0818 | 2.36 | 0.521
global route | 0.0598 | 2.57 | 0.552
finish | 0.280 | 2.43 | 0.515
## cell usage after synthesis (3+ instances only)
library cell,count
sky130_fd_sc_hd__or4_1,3
sky130_fd_sc_hd__and3_1,10
sky130_fd_sc_hd__nor4_1,6
sky130_fd_sc_hd__nand2b_1,11
sky130_fd_sc_hd__mux2_2,36
sky130_fd_sc_hd__or3_1,5
sky130_fd_sc_hd__clkinv_1,3
sky130_fd_sc_hd__nand2_1,71
sky130_fd_sc_hd__or2_2,4
sky130_fd_sc_hd__mux2i_1,110
sky130_fd_sc_hd__o22ai_1,7
sky130_fd_sc_hd__a22oi_1,10
sky130_fd_sc_hd__a211o_1,4
sky130_fd_sc_hd__clkbuf_1,58
sky130_fd_sc_hd__nand4_1,10
sky130_fd_sc_hd__and2_1,5
sky130_fd_sc_hd__buf_2,14
sky130_fd_sc_hd__nand3b_1,5
sky130_fd_sc_hd__inv_1,8
sky130_fd_sc_hd__o21ai_0,48
sky130_fd_sc_hd__nor2b_1,10
sky130_fd_sc_hd__nor3_1,14
sky130_fd_sc_hd__nand3_1,30
sky130_fd_sc_hd__buf_1,13
sky130_fd_sc_hd__o31ai_1,7
sky130_fd_sc_hd__nand4b_1,4
sky130_fd_sc_hd__o21a_1,4
sky130_fd_sc_hd__a32oi_1,3
sky130_fd_sc_hd__xnor2_1,15
sky130_fd_sc_hd__a21oi_1,62
sky130_fd_sc_hd__a31oi_1,11
sky130_fd_sc_hd__nor2_1,54
sky130_fd_sc_hd__a311oi_1,3
sky130_fd_sc_hd__xor2_1,5
sky130_fd_sc_hd__ha_1,3
sky130_fd_sc_hd__and4_1,3
sky130_fd_sc_hd__o211ai_1,8
sky130_fd_sc_hd__a221oi_1,5
sky130_fd_sc_hd__dfrtp_1,32
sky130_fd_sc_hd__mux4_2,14
sky130_fd_sc_hd__a41oi_1,3
sky130_fd_sc_hd__a211oi_1,21
## area by class of cell
class | instances | area share (%)
clock buffers | 5 | 1.79
well taps | 143 | 2.56
repair buffers | 90 | 11.7
inverters | 12 | 0.644
flip-flops and latches | 34 | 12.3
clock inverters | 3 | 0.644
multi-input cells | 667 | 70.4
## per-layer routing
metal	GRT usage [%]	vias to the layer above	share of wire, %
met3	13.9	48	14
met4	6.13	0	2.1
li1	-	3056	-
met5	0	-	0
met2	48.1	405	40
met1	55.6	3068	44
## kinds of logic after synthesis
kind of cell	after synthesis
DFF	34
and+or+nand+nor	257
adders and majority gates	3
xor gates and xnor gates	21
AOI/OAI and AO/OA	226
muxes	160
buffers and inverters	98
## worst max path at each step
| stage | slack [ns] | endpoint | from |
|---|---|---|---|
| after CTS | 0.08 | shf_ps_sz | ip2[0] |
| after global routing | 0.06 | shf_ps_sz | ip2[0] |
| final | 0.28 | shf_ps_sz | ip2[0] |
## worst max-delay path, delay by kind of cell, from the launching register on
family,cells,cell delay [ns]
flops,1,0.69
buf+inv,5,1.11
xor+xnor,1,0.19
mux,3,0.65
compound gates,4,1.10
fa+ha+maj,2,0.66
simple gates,2,0.36
## power groups by stage
stage | logic, mW | registers [mW] | clock network (mW)
global route | 1.97 | 0.322 | 0.278
finish | 1.85 | 0.316 | 0.264
CTS | 1.77 | 0.315 | 0.267
## state kept, by name (all words and copies together), names as in the netlist
name and cells:
ip1 16, ip2 16, shf_cls 2
## what timing repair did
action                                  CTS  global route
gates cloned                              0             0
buffers inserted                          0             1
resized                                   3             9
endpoints found under the setup margin    1             6
## layout by cell type (no fill, tap or decap), types with 6 or more instances in the layout
cell / n
sky130_fd_sc_hd__mux2i_1: 108
sky130_fd_sc_hd__nand2_1: 71
sky130_fd_sc_hd__a21oi_1: 62
sky130_fd_sc_hd__nor2_1: 54
sky130_fd_sc_hd__clkdlybuf4s50_1: 54
sky130_fd_sc_hd__o21ai_0: 48
sky130_fd_sc_hd__mux2_2: 36
sky130_fd_sc_hd__buf_4: 35
sky130_fd_sc_hd__dfrtp_1: 31
sky130_fd_sc_hd__nand3_1: 30
sky130_fd_sc_hd__a211oi_1: 20
sky130_fd_sc_hd__nor3_1: 14
sky130_fd_sc_hd__mux4_2: 14
sky130_fd_sc_hd__xnor2_1: 12
sky130_fd_sc_hd__nand2b_1: 11
sky130_fd_sc_hd__a31oi_1: 11
sky130_fd_sc_hd__and3_1: 10
sky130_fd_sc_hd__a22oi_1: 10
sky130_fd_sc_hd__nand4_1: 10
sky130_fd_sc_hd__nor2b_1: 10
sky130_fd_sc_hd__inv_1: 8
sky130_fd_sc_hd__o211ai_1: 8
sky130_fd_sc_hd__o31ai_1: 7
sky130_fd_sc_hd__o22ai_1: 6
Power and IR drop assume default switching activity.
