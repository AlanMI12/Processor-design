### flow/design.v
module multiplier
			#(parameter RF_DATASIZE=16)
			(	
				input wire[RF_DATASIZE-1:0] xb_dtx, xb_dty, 
				output wire[RF_DATASIZE-1:0] mul_xb_dt,
				input wire ps_mul_en, ps_mul_float, ps_mul_otreg, ps_mul_trunc,
				input wire[3:0] ps_mul_dtsts,
				input wire[1:0] ps_mul_cls, ps_mul_sc,
				input wire clk, reset,
				output wire mul_ps_mv, mul_ps_mn, mul_ps_mu, mul_ps_mi
			);
		reg mul_en, mul_float, mul_otreg, mul_trunc;
		reg mul_rndPrdt, mul_IbF, mul_rxUbS, mul_ryUbS;		 
		reg[1:0] mul_cls, mul_sc;
		always@(posedge clk or negedge reset)
		begin 
			if(~reset)
			begin
				mul_en <= 1'b0;
			end
			else
				mul_en <= ps_mul_en;
		end	
		always@(posedge clk or negedge reset)
		begin
		    if(~reset)
		    begin
				mul_float <= 1'b0;
		        mul_otreg <= 1'b0;
				mul_trunc <= 1'b0;
				mul_ryUbS <= 1'b0;
				mul_rxUbS <= 1'b0;
				mul_IbF <= 1'b0;
				mul_rndPrdt <= 1'b0;
				mul_cls <= 2'b00;
				mul_sc <= 2'b00;
			end
			else if(ps_mul_en)
			begin
				mul_float <= ps_mul_float;
				mul_otreg <= ps_mul_otreg;
				mul_trunc <= ps_mul_trunc;
				mul_ryUbS <= ps_mul_dtsts[3];
				mul_rxUbS <= ps_mul_dtsts[2];
				mul_IbF <= ps_mul_dtsts[1];
				mul_rndPrdt <= ps_mul_dtsts[0];
				mul_cls <= ps_mul_cls;
				mul_sc <= ps_mul_sc;
			end
		end
		wire mul_mrUbS;
		assign mul_mrUbS=mul_rxUbS;	 
		reg[RF_DATASIZE-1:0] Rx16_latched, Ry16_latched;
		reg sx, sy;
		reg [4:0] ex, ey;
		reg [10:0] mx, my;
		wire mul_mi;
		wire den_zero;
		assign mul_mi = &xb_dtx[14:10] | &xb_dty[14:10];
		assign den_zero = ~(|xb_dtx[14:10] & |xb_dty[14:10]);
		always@(posedge clk or negedge reset)
		begin
			if(~reset)
			begin
				Ry16_latched <= 16'h0;
				sy <= 1'b0;
				ey <= 5'b0;
				my <= 11'b0;
			end
			else
				if( ps_mul_en & ps_mul_cls!=2'b00 &(~ps_mul_float))
					Ry16_latched <= xb_dty;
			else if (ps_mul_float & ~mul_mi & ~den_zero)
			begin
				sy <= xb_dty[15];
				ey <= xb_dty[14:10];
				my <= {1'b1, xb_dty[9:0]};
			end
		end
		always@(posedge clk or negedge reset)
		begin
		    if(~reset)
		    begin
		        Rx16_latched <= 16'h0;
				sx <= 1'b0;
				ex <= 5'b0;
				mx <= 11'b0;
			end
			else if( ps_mul_en & ~(ps_mul_cls==2'b00 & (~ps_mul_otreg|(&ps_mul_sc))) & (~ps_mul_float))
				Rx16_latched <= xb_dtx;
			else if (ps_mul_float & ~mul_mi & ~den_zero)
			begin
				sx <= xb_dtx[15];
				ex <= xb_dtx[14:10];
				mx <= {1'b1, xb_dtx[9:0]};
			end
		end
		wire[RF_DATASIZE:0] U_Rx, S_Rx, U_Ry, S_Ry;	 
		assign U_Rx={1'b0,Rx16_latched};
		assign S_Rx={Rx16_latched,1'b0};		 
		assign U_Ry={1'b0,Ry16_latched};
		assign S_Ry={Ry16_latched,1'b0};
		wire signed[RF_DATASIZE:0] S_x,S_y;		 
		assign S_x = mul_float ? {6'b0,mx} : mul_rxUbS ? S_Rx : U_Rx;
		assign S_y = mul_float ? {6'b0,my} : mul_ryUbS ? S_Ry : U_Ry;
		wire signed[2*RF_DATASIZE+1:0] S_p;		 
		assign S_p = S_x * S_y;
		wire s;
		wire [5:0]e;
		assign s = sx^sy;
		assign e = ex + ey - 15 + (1 & S_p[21]);
		wire s1,s0;	 
		assign s1 = ~mul_rxUbS | ~mul_ryUbS;
		assign s0 = (mul_rxUbS & (~mul_ryUbS |  mul_IbF)) | (~mul_rxUbS & mul_ryUbS);
		reg[2*RF_DATASIZE-1:0] mul32_product_data;	 
		reg[(RF_DATASIZE*5/2)-1:0] mul40_out_data;	 
		always@(*)
		begin
			case( {s1,s0} )
				2'b00:	mul32_product_data=S_p[2*RF_DATASIZE+1:2];		 
				2'b01:	mul32_product_data=S_p[2*RF_DATASIZE+1:2]<<1;		 
				2'b10:	mul32_product_data= mul_float ? ( S_p[21] ? S_p[2*RF_DATASIZE-1:0] : (S_p[2*RF_DATASIZE-1:0] << 1)) : S_p[2*RF_DATASIZE-1:0];		 
				2'b11:	mul32_product_data=S_p[2*RF_DATASIZE:1];		 
			endcase
		end
		reg [(RF_DATASIZE*5/2)-1:0] mr40_data;
		wire [(RF_DATASIZE*5/2)-1:0] mr_in_data;
		reg [RF_DATASIZE-1:0] mr_slice;	 
		wire[(RF_DATASIZE*5/2)-1:0] sat_out;
		wire satEn;
		assign satEn = (mul_cls==2'b00) & (mul_sc==2'b11);
		mul_sat sat1(satEn, mr40_data, mul_mrUbS, mul_IbF, sat_out);	
		defparam sat1.SIZE=RF_DATASIZE;
		wire[RF_DATASIZE*5/2-1:0] rnd40_out;
		mul_rnd rnd1(mul40_out_data, mul_rndPrdt, mul_trunc, mul_float, rnd40_out);
		defparam rnd1.SIZE=RF_DATASIZE;
		always@(*)
		begin
			casex(mul_cls)
				2'b00:	 
					case(mul_sc)			 
						2'b00:			 
							begin	
								mul40_out_data = { mr40_data[RF_DATASIZE*5/2-1:RF_DATASIZE], Rx16_latched };
								mr_slice = mr40_data[RF_DATASIZE-1:0];	
							end
						2'b01:			 
							begin
								mul40_out_data = { {RF_DATASIZE/2{Rx16_latched[RF_DATASIZE-1]}}, Rx16_latched, mr40_data[RF_DATASIZE-1:0] };
								mr_slice = mr40_data[RF_DATASIZE*2-1:RF_DATASIZE];
							end
						2'b10:					
							begin		 
								mul40_out_data = { Rx16_latched[RF_DATASIZE/2-1:0], mr40_data[RF_DATASIZE*2-1:0] };
								mr_slice = {{RF_DATASIZE/2{mr40_data[RF_DATASIZE*5/2-1]}}, mr40_data[RF_DATASIZE*5/2-1 : RF_DATASIZE*2]};
							end				
						2'b11:	
						    begin
						          mul40_out_data = sat_out;	 
					              mr_slice = {RF_DATASIZE{1'h0}};
					        end
					endcase
				2'b01:	 
				    begin
                        mul40_out_data = mul_float ? {3'b0, mul32_product_data, 5'b0} : { { RF_DATASIZE/2 { S_x[RF_DATASIZE]^S_y[RF_DATASIZE] } }, mul32_product_data };
						mr_slice = {RF_DATASIZE{1'h0}};
                    end
				2'b1X:	 
					begin
                        mul40_out_data = mr40_data + mul_cls[0] + ( { { RF_DATASIZE/2 { S_x[RF_DATASIZE]^S_y[RF_DATASIZE] } }, mul32_product_data } ^ { RF_DATASIZE*5/2 {mul_cls[0]} } ) ;	 
                        mr_slice = {RF_DATASIZE{1'h0}};
                    end
			endcase
		end
		assign mr_in_data = (mul_otreg & mul_en) ? rnd40_out : mr40_data;
		always@(posedge clk or negedge reset)
		begin
			if(~reset)
				mr40_data<=40'h0;		 
			else
				mr40_data<=mr_in_data;
		end
		wire [RF_DATASIZE-1:0] mul_out;
		assign mul_out = mul_float ? (mul_mi ? 16'hffff : den_zero ? 16'h0000 : {s,e[4:0],rnd40_out[25:16]}) : mul_IbF ? rnd40_out[(2*RF_DATASIZE-1):RF_DATASIZE] : rnd40_out[RF_DATASIZE-1:0];
		assign mul_xb_dt = (mul_cls==2'b00 & mul_sc!=2'b11) ? mr_slice : mul_out;
		wire mul_mn;
		reg mul_mv;
		wire mul_mu;
		always@(*)
		begin
			case( {mul_rxUbS|mul_ryUbS , mul_IbF} )		
					2'b00:	 
						mul_mv = mul_float ? (&e[4:0]) | (e[5] & ~e[4]) : ~(rnd40_out[(RF_DATASIZE*5/2)-1:RF_DATASIZE]=={24{1'h0}}); 
					2'b01:	 
						mul_mv = ~(rnd40_out[(RF_DATASIZE*5/2)-1:RF_DATASIZE*2]==8'h00);
					2'b10:	 
						mul_mv = ~(rnd40_out[(RF_DATASIZE*5/2)-1:RF_DATASIZE-1]=={25{1'h1}} | mul40_out_data[(RF_DATASIZE*5/2)-1:RF_DATASIZE-1]=={25{1'h0}});	
					2'b11:	 
						mul_mv = ~(rnd40_out[(RF_DATASIZE*5/2)-1:RF_DATASIZE*2-1]=={9{1'h1}} | mul40_out_data[(RF_DATASIZE*5/2)-1:RF_DATASIZE*2-1]=={9{1'h0}});
			endcase
		end
		assign mul_mn = mul_float ? s : (mul_rxUbS|mul_ryUbS) & rnd40_out[(RF_DATASIZE*5/2)-1];
		assign mul_mu = mul_float ? (~|e) | (e[5] & e[4]) : 1'b0;
		assign mul_ps_mv = mul_mi ? 1'b0 : mul_mv & ~(mul_cls==2'b00 & mul_sc!=2'b11);
		assign mul_ps_mn = mul_mi ? 1'b0 : mul_mn & ~(mul_cls==2'b00 & mul_sc!=2'b11);
		assign mul_ps_mu = mul_mi ? 1'b0 : mul_mu;
		assign mul_ps_mi = mul_mi & ps_mul_en;
endmodule
module mul_rnd	
		#(parameter SIZE=16)
		( 
			input wire[SIZE*5/2-1:0] data_in,		 
			input wire ps_mul_rndPrdt, mul_trunc, mul_float,
			output reg[SIZE*5/2-1:0] out		 
		);
	always@(*)
	begin
		if(ps_mul_rndPrdt | (~mul_trunc & mul_float))		 
		begin
			if(~data_in[SIZE-1])	
				out = { data_in[SIZE*5/2-1:SIZE], {SIZE{1'b0}} };
			else
			begin
				if(data_in[SIZE-2:0]=={(SIZE-1){1'b0}})
					out = { (data_in[SIZE*5/2-1:SIZE]+data_in[SIZE]), {SIZE{1'b0}} };
				else
					out = { (data_in[SIZE*5/2-1:SIZE]+1), {SIZE{1'b0}} };
			end
		end
		else if (mul_trunc)
		begin
			out = { data_in[SIZE*5/2-1:SIZE], {SIZE{1'b0}} };
		end
		else
			out=data_in;
	end
endmodule
module mul_sat	
		#(parameter SIZE=16)
		(
		input wire mul_satEn,	
		input wire[(SIZE*5/2)-1:0] data_in, 	 
		input wire UbS, IbF, 		
		output reg[(SIZE*5/2)-1:0] out		 
		);
	always@(*)
	begin
		if(mul_satEn)	 
		begin
			case( {UbS,IbF} )		 
				2'b00:	 
					out = (data_in[(SIZE*5/2)-1:SIZE]=={ (SIZE*5/2 - SIZE){1'h0} }) ? data_in : 40'h00_0000_FFFF;		 
				2'b01:	 
					out = (data_in[(SIZE*5/2)-1:SIZE*2]=={(SIZE/2){1'h0}}) ? data_in : 40'h00_FFFF_FFFF;		 
				2'b10:	 
					if(data_in[(SIZE*5/2)-1:SIZE-1]=={ (SIZE*5/2 - SIZE + 1){1'h1}} | data_in[(SIZE*5/2)-1:SIZE-1]=={ (SIZE*5/2 - SIZE + 1){1'h0}})				 
						out=data_in;
					else
						out = data_in[(SIZE*5/2)-1] ? 40'hFF_FFFF_8000 : 40'h00_0000_7FFF;
				2'b11:	 
					if(data_in[(SIZE*5/2)-1:SIZE*2-1]=={ (SIZE*5/2 - 2*SIZE +1){1'h1}} | data_in[(SIZE*5/2)-1:SIZE*2-1]=={ (SIZE*5/2 - 2*SIZE + 1){1'h0}})			 
						out=data_in;
					else
						out = data_in[(SIZE*5/2)-1] ? 40'hFF_8000_0000 : 40'h00_7FFF_FFFF;			 
			endcase
		end
		else
			out=data_in;
	end
endmodule 
### flow/run.sh
#!/bin/bash
# OpenROAD 26Q1-2900-gdf79404cd8, Yosys 0.63+post, stock flow scripts
make -C /OpenROAD-flow-scripts/flow DESIGN_CONFIG=/design/flow/config.mk WORK_HOME=/design/flow/orfs finish
### flow/config.mk
export PLATFORM = sky130hd
export DESIGN_NAME = multiplier
export DESIGN_NICKNAME = multiplier
export VERILOG_FILES = /design/flow/design.v
export SDC_FILE = /design/flow/constraint.sdc
export NUM_CORES = 4
export LEC_CHECK = 1
export CORE_UTILIZATION = 40
### flow/constraint.sdc
current_design multiplier

set clk_period 48.3
set clk_io_pct 0.2

create_clock -name clk0 -period $clk_period [get_ports {clk}]

set non_clock_inputs [all_inputs -no_clocks]
set_input_delay [expr $clk_period * $clk_io_pct] -clock clk0 $non_clock_inputs
set_output_delay [expr $clk_period * $clk_io_pct] -clock clk0 [all_outputs]
==> Slide: Implementation Results <==
Physical Implementation Snapshot

Worst setup path
  – Crit path kind: flop to primary output
  – Count of buffering cells on the critical path with inverters included: 8
  – Max stage delay cell, worst path: sky130_fd_sc_hd__dfrtp_2
  – Arrival time at the worst endpoint: 15230 ps
  – Longest individual stage delay on the worst path: 790 ps
  – Cell class contributing the biggest share of worst-path delay: simple AND/OR/NAND/NOR gates
  – Sort of element at the end of the critical path: primary output
  – Highest net fanout along the worst path: 44
  – Critical Path Most Common Cell: sky130_fd_sc_hd__fa_1
  – Kind of start point of the critical path: flop
  – CP Data Required Time: 38640 ps

Clock tree
  – Depth of the CTS H-tree: 4
  – Worst-skew pair later-pin latency: 440 ps
  – Max Buffers Root-to-Sink: 2
  – TritonCTS Buffers: 17
  – Num Clock Sinks: 118
  – Post-CTS setup-driven buffer insertion count: 0
  – Clock root cell: sky130_fd_sc_hd__clkbuf_16
  – Gates resized, CTS repair: 0
  – CTS tree: built
  – Post-cts hold-fix buffer tally: 0
  – Clock Pin Slew Worst Setup and Hold Paths: 60 ps

Outcome
  – Outcome: completed

Routing
  – Detailed Routing Iterations Pass 1: 6
  – Antenna Nets Post-Route: 0
  – Overall via count from detail_route: ~25000
  – Antenna Cells: 0
  – DRC errors left: 0
  – Detail-routed via count per cell: 6.07
  – Starting DRT DRC Count: about 2300
  – DR WL/cell: around 26 um
  – Detailed Route WL: around 100 mm

Timing
  – Count of final max-slew check failures: 0
  – Count of final hold-check violations: 0
  – Final hold slack: 498 ps
  – Final period utilization: between 50% and 60%
  – Final Critical Period: between 20000 and 25000 ps
  – Highest Clock Rate: around 40 MHz
  – Worst-case headroom to the max-slew limit: 27.6%
  – Worst setup skew after layout: ~9.5 ps
  – Actual transition at the worst max-transition pin: between 1000 and 1500 ps
  – Final total negative setup slack: 0 ps
  – Final setup vio count: 0
  – Setup repair after global routing missed its margin: false

Global route
  – GRT Util Overall: 33.5%
  – Maximum number of pins on one net before global-route repair: 82
  – Global route total overflow: 0
  – Via count of the first global-routing pass: 24328
  – Routing usage on met2: 47.5%
  – Number of antenna violations at the first check in global routing: 4
  – First-pass GRT wire length: around 160 mm
  – Global-route met3 utilization: a little over a tenth
  – Fraction of met1 tracks used by global routing: between 40% and 50%
  – Layer carrying the most global-route usage: met1

Finish
  – Area added between synthesis and finish: 8.22%
  – Share of post-route cells with drive strength above 1: under 10%
  – Post-Route Utilization: between 40% and 50%
  – Post-route cell area: ~28000 um^2
  – Post-layout instance count excluding filler cells: approximately 4100

Die
  – Ports: roughly 66
  – Effective utilization at floorplan: between 40 and 50%
  – Area of the die: between 60000 and 70000 um^2
  – Die height: about 260 um
  – Site row count: around 92
  – Die Width: 256 um
  – Core area: 63300 um^2

Flow run
  – Number of warnings in the stage logs: 26
  – Number of violations of the max-capacitance limit: 0

Synth
  – Post-synth seq share: 11.5%
  – Yosys top cell by instances: sky130_fd_sc_hd__inv_1
  – Netlist area before placement: about 26000 um^2
  – Top cells by count, synth: 397 x sky130_fd_sc_hd__inv_1, 371 x sky130_fd_sc_hd__nor2_1, 329 x sky130_fd_sc_hd__nand2_1
  – Cell count in the Yosys report: ~3200
  – Syn. warnings: 3
  – Number of enable-type register cells in the synthesized netlist: 0
  – Post-synth area from yosys stat: 25800 um^2
  – Most area-consuming cells after synthesis: sky130_fd_sc_hd__fa_1 23%, sky130_fd_sc_hd__dfrtp_1 11%, sky130_fd_sc_hd__ha_1 6.6%, sky130_fd_sc_hd__inv_1 5.8%, sky130_fd_sc_hd__nor2_1 5.4%
  – FFs w/ async S/R, synth: ~100%
  – Flops after synth: approximately 120
  – Top area contributor share: between 20% and 30%
  – Most frequently used flop master after synthesis: sky130_fd_sc_hd__dfrtp_1
  – Count of different cell masters after synthesis: roughly 120
  – Cell taking the most area after synthesis: sky130_fd_sc_hd__fa_1
  – Synthesized area per cell: about 8 um^2
  – Gate count after technology mapping: around 3200

Place
  – Tally of buffers added on design ports: 65
  – DP Wirelength: about 84 mm
  – Post-DP Area: 27300 um^2
  – Placed cells: 4030
  – Placer congestion estimate: 1.13

Worst hold path
  – Tightest Hold Check Type: flop to flop
[final cells by class]
cell class / count / area [um^2]
inverters: 399 / 1500
multi-input cells: 2534 / 20600
well taps: 846 / 1060
repair buffers: 133 / 1170
fillers: 6443 / 35400
clock buffers: 20 / 457
flip-flops and latches: 118 / 2960
clock inverters: 11 / 150
[sequential cells by signal, summed over array words and instances, names as in the netlist]
| name | flops |
|---|---|
| my | 11 |
| ex | 5 |
| sx | 1 |
| mul_cls | 2 |
| mul_otreg | 1 |
| Ry16_latched | 16 |
| mul_trunc | 1 |
| mul_float | 1 |
| mul_rndPrdt | 1 |
| mx | 11 |
| mul_en | 1 |
| mr40_data | 40 |
| sy | 1 |
| mul_sc | 2 |
| ey | 5 |
| mul_rxUbS | 1 |
| Rx16_latched | 16 |
| mul_IbF | 1 |
| mul_ryUbS | 1 |
[stage by stage]
stage	worst slack, ps
global placement	24350
global route	22890
finish	23410
CTS	23840
floorplan	26470
detailed placement	24400
[layer usage]
layer	vias to the layer above	wire [um]
met5	-	93
met4	14	4300
met3	245	11400
met2	1315	44300
met1	12032	44200
li1	11051	-
[final timing paths]
kind / startpoint / end / slack [ps] / cells past startpoint
worst max-delay path: mul_float / mul_ps_mv / 23410 / 44
worst min-delay path: mx[10] / mx[10] / 500 / 1
worst max register to register: mul_float / mr40_data[30] / 34540 / 41
worst min register to register: mx[10] / mx[10] / 500 / 1
max in group asynchronous: reset / mx[6] / 38220 / 2
min in group asynchronous: reset / mr40_data[34] / 9200 / 1
[layout by cell type (no fill, tap or decap), types with 23 or more instances in the layout]
| cell type | netlist | layout |
|---|---|---|
| sky130_fd_sc_hd__a211oi_1 | 45 | 45 |
| sky130_fd_sc_hd__a21o_1 | 48 | 48 |
| sky130_fd_sc_hd__a21oi_1 | 157 | 157 |
| sky130_fd_sc_hd__a221oi_1 | 26 | 26 |
| sky130_fd_sc_hd__a31oi_1 | 30 | 30 |
| sky130_fd_sc_hd__and2_1 | 23 | 23 |
| sky130_fd_sc_hd__buf_4 | 4 | 68 |
| sky130_fd_sc_hd__clkdlybuf4s50_1 | 0 | 64 |
| sky130_fd_sc_hd__dfrtp_1 | 118 | 114 |
| sky130_fd_sc_hd__fa_1 | 298 | 298 |
| sky130_fd_sc_hd__ha_1 | 136 | 136 |
| sky130_fd_sc_hd__inv_1 | 397 | 397 |
| sky130_fd_sc_hd__mux2_2 | 90 | 90 |
| sky130_fd_sc_hd__mux2i_1 | 63 | 63 |
| sky130_fd_sc_hd__nand2_1 | 329 | 328 |
| sky130_fd_sc_hd__nand3_1 | 60 | 60 |
| sky130_fd_sc_hd__nand4_1 | 46 | 46 |
| sky130_fd_sc_hd__nor2_1 | 371 | 371 |
| sky130_fd_sc_hd__nor3_1 | 55 | 54 |
| sky130_fd_sc_hd__o211ai_1 | 24 | 24 |
| sky130_fd_sc_hd__o21a_1 | 24 | 24 |
| sky130_fd_sc_hd__o21ai_0 | 183 | 183 |
| sky130_fd_sc_hd__or2_2 | 25 | 25 |
| sky130_fd_sc_hd__or3_1 | 29 | 29 |
| sky130_fd_sc_hd__xnor2_1 | 65 | 65 |
| sky130_fd_sc_hd__xor2_1 | 41 | 41 |
[logic make-up after synthesis]
group                      share of synthesized area (%)
DFF                                                 11.5
muxes                                               6.54
AOI/OAI and AO/OA                                   20.5
and+or+nand+nor                                     19.4
adders and majority gates                           29.8
buffers and inverters                               8.67
xor gates and xnor gates                            3.61
